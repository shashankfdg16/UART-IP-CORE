==> design/flow/design.v <==
module BaudGenR_d #(
    parameter CLK_FREQ = 50_000_000
)(
    input  wire        reset_n,
    input  wire        clock,
    input  wire [1:0]  baud_rate,
    output reg         baud_clk
);
    reg [15:0] count;
    reg [15:0] final_value;
    always @(*) begin
        case (baud_rate)
            2'b00: final_value = CLK_FREQ / (2400  * 16);
            2'b01: final_value = CLK_FREQ / (4800  * 16);
            2'b10: final_value = CLK_FREQ / (9600  * 16);
            2'b11: final_value = CLK_FREQ / (19200 * 16);
            default: final_value = CLK_FREQ / (9600 * 16);
        endcase
    end
    always @(posedge clock or negedge reset_n) begin
        if (!reset_n) begin
            count    <= 0;
            baud_clk <= 0;
        end else if (count == final_value) begin
            baud_clk <= ~baud_clk;
            count    <= 0;
        end else begin
            count <= count + 1;
        end
    end
endmodule
module DeFrame #(
    parameter DATA_BITS = 8,       
    parameter PARITY_EN = 1,       
    parameter STOP_BITS = 1        
)(
    input  wire [FRAME_W-1:0] data_parll,    
    input  wire               recieved_flag,
    output reg                parity_bit,    
    output reg                start_bit,     
    output reg                stop_bit,      
    output reg                done_flag,     
    output reg [DATA_BITS-1:0] raw_data      
);
    localparam FRAME_W = 1 + DATA_BITS + PARITY_EN + STOP_BITS;
    always @(*) begin
        start_bit = data_parll[0];
        raw_data  = data_parll[DATA_BITS:1];
        if (PARITY_EN)
            parity_bit = data_parll[DATA_BITS + 1];
        else
            parity_bit = 1'b0;
        stop_bit  = data_parll[FRAME_W-1];
        done_flag = recieved_flag;
    end
endmodule
module ErrorCheck #(
    parameter DATA_BITS  = 8,    
    parameter PARITY_EN  = 1     
)(
    input  wire         reset_n,         
    input  wire         recieved_flag,    
    input  wire         parity_bit,       
    input  wire         start_bit,        
    input  wire         stop_bit,         
    input  wire  [1:0]  parity_type,      
    input  wire  [DATA_BITS-1:0] raw_data,
    output wire [2:0]   error_flag        
);
    reg parity_err;
    reg start_err;
    reg stop_err;
    localparam ODD  = 2'b01;
    localparam EVEN = 2'b10;
    always @(*) begin
        if (PARITY_EN) begin
            case (parity_type)
                ODD  : parity_err = ~( ^raw_data ) ^ parity_bit;
                EVEN : parity_err = (  ^raw_data ) ^ parity_bit;
                default: parity_err = 1'b1;  
            endcase
        end else begin
            parity_err = 1'b0;  
        end
    end
    always @(*) begin
        start_err = (start_bit != 1'b0);  
        stop_err  = (stop_bit  != 1'b1);  
    end
    assign error_flag = (reset_n && recieved_flag) ?
                        {stop_err, start_err, parity_err} :
                        3'b000;
endmodule
module SIPO #(
    parameter DATA_BITS = 8,
    parameter PARITY_EN = 1,
    parameter STOP_BITS = 1
)(
    input  wire                     reset_n,      
    input  wire                     data_tx,      
    input  wire                     baud_clk,     
    output reg                      active_flag,  
    output reg                      recieved_flag,
    output reg [FRAME_W-1:0]        data_parll
);
    localparam FRAME_W = 1 + DATA_BITS + PARITY_EN + STOP_BITS;
    localparam IDLE  = 2'b00,
               START = 2'b01,
               DATA  = 2'b10,
               STOP  = 2'b11;
    reg [1:0]  state;
    reg [$clog2(FRAME_W):0] bit_cnt;
    reg [FRAME_W-1:0] shift_reg;
    always @(posedge baud_clk or negedge reset_n) begin
        if (!reset_n) begin
            state         <= IDLE;
            bit_cnt       <= 0;
            shift_reg     <= {FRAME_W{1'b1}};
            data_parll    <= {FRAME_W{1'b1}};
            recieved_flag <= 1'b0;
            active_flag   <= 1'b0;
        end
        else begin
            recieved_flag <= 1'b0;
            case (state)
                IDLE: begin
                    active_flag <= 1'b0;
                    bit_cnt     <= 0;
                    if (data_tx == 1'b0) begin    
                        state       <= START;
                        active_flag <= 1'b1;
                    end
                end
                START: begin
                    shift_reg[0] <= data_tx;      
                    state        <= DATA;
                    bit_cnt      <= 1;
                end
                DATA: begin
                    shift_reg[bit_cnt] <= data_tx;
                    bit_cnt <= bit_cnt + 1;
                    if (bit_cnt == FRAME_W-2) begin
                        state <= STOP;
                    end
                end
                STOP: begin
                    shift_reg[FRAME_W-1] <= data_tx;  
                    data_parll           <= shift_reg;
                    recieved_flag        <= 1'b1;
                    active_flag          <= 1'b0;
                    state                <= IDLE;
                end
            endcase
        end
    end
endmodule
module RxUnit #(
    parameter DATA_BITS = 8,
    parameter PARITY_EN = 1,
    parameter STOP_BITS = 1
)(
    input  wire               reset_n,       
    input  wire               data_tx,       
    input  wire               clock,         
    input  wire [1:0]         parity_type,   
    input  wire [1:0]         baud_rate,     
    output wire               active_flag,   
    output wire               done_flag,     
    output wire [2:0]         error_flag,    
    output wire [DATA_BITS-1:0] data_out     
);
    localparam FRAME_W = 1 + DATA_BITS + PARITY_EN + STOP_BITS;
    wire                     baud_clk_w;
    wire [FRAME_W-1:0]       frame_parll_w;
    wire                     recieved_flag_w;
    wire                     def_par_bit_w;
    wire                     def_strt_bit_w;
    wire                     def_stp_bit_w;
    BaudGenR_d Unit_BaudGen (
        .reset_n (reset_n),
        .clock   (clock),
        .baud_rate (baud_rate),
        .baud_clk (baud_clk_w)
    );
    SIPO #(
        .DATA_BITS (DATA_BITS),
        .PARITY_EN (PARITY_EN),
        .STOP_BITS (STOP_BITS)
    ) Unit_SIPO (
        .reset_n        (reset_n),
        .data_tx        (data_tx),
        .baud_clk       (baud_clk_w),
        .active_flag    (active_flag),
        .recieved_flag  (recieved_flag_w),
        .data_parll     (frame_parll_w)
    );
    DeFrame #(
        .DATA_BITS (DATA_BITS),
        .PARITY_EN (PARITY_EN),
        .STOP_BITS (STOP_BITS)
    ) Unit_DeFrame (
        .data_parll     (frame_parll_w),
        .recieved_flag  (recieved_flag_w),
        .parity_bit     (def_par_bit_w),
        .start_bit      (def_strt_bit_w),
        .stop_bit       (def_stp_bit_w),
        .done_flag      (done_flag),
        .raw_data       (data_out)
    );
    ErrorCheck Unit_ErrorCheck (
        .reset_n        (reset_n),
        .recieved_flag  (done_flag),
        .parity_bit     (def_par_bit_w),
        .start_bit      (def_strt_bit_w),
        .stop_bit       (def_stp_bit_w),
        .parity_type    (parity_type),
        .raw_data       (data_out),
        .error_flag     (error_flag)
    );
endmodule
==> design/flow/run.sh <==
#!/bin/bash
# OpenROAD 26Q1-2900-gdf79404cd8, Yosys 0.63+post, stock flow scripts
make -C /OpenROAD-flow-scripts/flow DESIGN_CONFIG=/design/flow/config.mk WORK_HOME=/design/flow/orfs finish
==> design/flow/config.mk <==
export PLATFORM = sky130hd
export DESIGN_NAME = RxUnit
export DESIGN_NICKNAME = RxUnit
export VERILOG_FILES = /design/flow/design.v
export SDC_FILE = /design/flow/constraint.sdc
export NUM_CORES = 4
export LEC_CHECK = 1
export CORE_UTILIZATION = 40
==> design/flow/constraint.sdc <==
current_design RxUnit

set clk_period 2.8
set clk_io_pct 0.2

create_clock -name clk0 -period $clk_period [get_ports {clock}]

set non_clock_inputs [all_inputs -no_clocks]
set_input_delay [expr $clk_period * $clk_io_pct] -clock clk0 $non_clock_inputs
set_output_delay [expr $clk_period * $clk_io_pct] -clock clk0 [all_outputs]
==> reports/metrics.yaml <==
cts_made_buffers: 3
areaGrowthSynthToFinish_pct: 11.8
antenna_found_initial: 0
drtIter0Drc: 91
synth_cells: 235
viasPerCell: 5.26
die_area_sq_mm: 0.00698
ys_cells: 235
overflow: 0
tns_ns: 0
clock_path_buffers: 2
pwr-share-clk_pct: 38.5
routed_wirelength_um: 4630
path_max_fanout: 1
synth.top_cells.by_count: "dfrtp_1, dfstp_2, nor2_1"
numSynthFlops: 50
drt_pass1_iterations: 4
holdBufCountCts: 0
met2_length_um: 1960
powerDensity_mw_per_mm2: 158
layout_min_cycle_time_ns: 2.59
slowest_stage: "clkdlybuf4s50_1"
r2r-end: "Unit_BaudGen.baud_clk"
yosys.cell_count.top_type: "dfrtp_1"
grt_usage_pct: 14.9
cp_cell_sequence: "clkdlybuf4s50_1 -> inv_1 -> ha_2 -> xor2_1 -> xnor2_1 -> xnor2_1 -> a21oi_1 -> dlygate4sd2_1"
r2r_slack_ns: 1.12
dr.max_layer_used: "met4"
cp.arrival_ns: 2.03
fin_ws_ns: 0.212
port_buffers: 19
unclocked_pins: 33
clk_pin_slew_worst_paths_ns: 0.06
syn_area_sq_mm: 0.00266
avgRoutedWirePerCell_um: 14.0
cts_root_buffer: "clkbuf_8"
hpwlAfterDp_um: 3440
warning_count: 32
rsz0062_at_grt: "false"
pre_cts_slack_ns: -0.0488
grt_pass1_vias: 1731
die_w_um: 83.6
io_pins: 20
synth_cell_types: 48
dr_total_vias: 1742
p_leak_nw: 1.23
synthFlopType: "dfrtp_1"
htree_levels: 1
cts_tree: "yes"
wl_met1_um: 2490
yosys_area_sq_mm: 0.00266
grt_pass1_wl_um: 8460
reg2reg_depth: 5
drc: 0
p_total_mw: 0.471
wl_met3_um: 161
yosysWarnings: 4
die_h_um: 83.6
cp_common_cell: "xnor2_1"
edf_count: 0
ys_async_sr_fraction_pct: 100
core_util_floorplan_pct: 41.7
finalClockPeriodUsage_pct: 92.4
critPathMaxStageDelay_ns: 0.45
intPower_mw: 0.365
sw_frac_of_total_pct: 22.3
largest_reg_flops: 16
core_area_sq_mm: 0.00639
tightest_slew_ns: 0.671
worstSetupEndpointType: "primary output"
status: "finished clean"
place_congestion: 0.811
reg2reg_from: "Unit_BaudGen.count[11]"
final_layout_size_suffix_gt1_share_pct: 23.6
drv_cap: 0
rows: 29
setup-violations-final: 0
finClkSkew_ns: 0.000786
power.combinational.fraction_pct: 8.8
avgSynthCellArea_sq_um: 11.3
top_area_share_pct: 25.4
hold_path_class: "input pin to async pin"
sequentialPowerShare_pct: 52.7
synth_seq_share_pct: 48.1
grt_max_degree: 34
critPathRequiredTime_ns: 2.24
topCellsByArea: "dfrtp_1, dfstp_2, mux2_2"
clock_latency_ns: 0.25
untimed_endpoints: 43
relSlewSlack_pct: 54.9
finalMaxSlewViolations: 0
ir_worst_vdd_uv: 236
ant_nets: 0
fmax_mhz: 386
crit_type: "input pin to primary output"
switching_power_mw: 0.105
yosysTopAreaCell: "dfrtp_1"
cp-start-kind: "input pin"
antenna_cells: 0
hold_viol_final: 0
[metrics by stage]
stage | area, sq um | hold WS, ns | util [%] | std cells
final | 2980 | 0.220 | 46.6 | 331
after global routing | 2980 | 0.239 | 46.6 | 331
after CTS | 2980 | 0.230 | 46.6 | 331
after detailed placement | 2930 | 0.458 | 45.9 | 327
after global placement | 2930 | 0.459 | 45.9 | 327
after floorplan | 2660 | 0.264 | - | 235
[worst max-delay path: cells and delay by family]
family                   cells  cell delay (ns)
buffers and inverters        3             0.72
AND-OR/OR-AND                1             0.07
adder cells (fa/ha/maj)      1             0.17
XOR/XNOR                     3             0.50
[layout make-up]
class	count	area, sq um
inverters	10	37.5
clock buffers	4	45.0
multi-input cells	166	1290
flip-flops and latches	50	1280
fillers	599	3410
repair buffers	24	221
well taps	77	96.3
[power groups by stage]
| stage | combinational [mW] | clock [mW] | sequential, mW |
|---|---|---|---|
| after CTS | 0.0433 | 0.189 | 0.248 |
| after global routing | 0.0485 | 0.198 | 0.248 |
| final | 0.0415 | 0.181 | 0.248 |
[logic make-up (layout without fill, tap and decap cells)]
group | count (synthesis) | after routing | synth area share, %
AND/OR/NAND/NOR | 78 | 78 | 18.6
XOR/XNOR | 28 | 28 | 9.73
flip-flops | 50 | 50 | 48.1
buffers and inverters | 19 | 38 | 3.34
AND-OR/OR-AND | 32 | 32 | 7.85
adder cells (fa/ha/maj) | 11 | 11 | 5.17
multiplexers | 17 | 17 | 7.19
[cell usage in the layout, fill, tap and decap left out, types with 2 or more instances in the layout]
cell / instances
nand3_1: 5
ha_1: 10
nand2_1: 7
nand4_1: 9
o31ai_1: 5
and4bb_2: 2
and2_1: 3
o21ai_1: 2
mux2_2: 16
xnor2_1: 11
clkdlybuf4s50_1: 17
a31oi_1: 3
nor3_1: 7
o21ai_0: 11
nor4b_1: 2
nor2b_1: 2
xor2_1: 16
dfrtp_1: 27
clkbuf_8: 3
nor2_1: 20
dfstp_2: 23
inv_1: 10
a21oi_1: 4
and4_1: 2
or4_4: 2
buf_4: 5
nor4_1: 2
and3_1: 4
[routing by layer]
layer  global-route usage, %  vias to the layer above
li1                        -                      871
met1                    26.1                      838
met2                    22.1                       31
met3                    1.31                        2
met4                   0.770                        0
met5                       0                        -
[repair_timing]
action / in CTS / in global routing
endpoints found under the setup margin: 1 / 0
buffers inserted: 0 / 0
gates resized: 2 / 0
[worst max-delay path by stage]
stage | startpoint | to | slack [ns]
4_1_cts | parity_type[0] | error_flag[0] | 0.20
5_1_grt | parity_type[0] | error_flag[0] | 0.13
6_report | parity_type[0] | error_flag[0] | 0.21
No activity file was given, so power comes from the tool's default toggle rates.
